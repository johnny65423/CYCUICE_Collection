==> run.sh <==
#!/bin/bash
# OpenROAD 26Q1-2900-gdf79404cd8, Yosys 0.63+post, stock flow scripts
make -C /OpenROAD-flow-scripts/flow DESIGN_CONFIG=/design/flow/config.mk WORK_HOME=/design/flow/orfs finish
==> config.mk <==
export PLATFORM = sky130hd
export DESIGN_NAME = BarrelShifter
export DESIGN_NICKNAME = BarrelShifter
export VERILOG_FILES = /design/flow/design.v
export SDC_FILE = /design/flow/constraint.sdc
export NUM_CORES = 4
export LEC_CHECK = 1
export CORE_UTILIZATION = 40
==> constraint.sdc <==
current_design BarrelShifter

set clk_period 5.2
set clk_io_pct 0.2

create_clock -name clk0 -period $clk_period

set non_clock_inputs [all_inputs -no_clocks]
set_input_delay [expr $clk_period * $clk_io_pct] -clock clk0 $non_clock_inputs
set_output_delay [expr $clk_period * $clk_io_pct] -clock clk0 [all_outputs]
==> design.v <==
module BarrelShifter(in, ctrl, out);
    input  [31:0] in;
    input [4:0] ctrl;
    output [31:0] out;
    wire [31:0] a,b,c,d;
	wire [31:0] temp ;
    BarrelShifter1 U1(in,ctrl[0],a);
    BarrelShifter2 U2(a,ctrl[1],b);
    BarrelShifter4 U3(b,ctrl[2],c);
    BarrelShifter8 U4(c,ctrl[3],d);
    BarrelShifter16 U5(d,ctrl[4],out);
endmodule
module BarrelShifter1(in,ctrl,out);
input[31:0] in;
input ctrl;
output[31:0] out;
mux2X1  mux32 (.in0(in[31]),.in1(1'b0),.sel(ctrl),.out(out[31]));
mux2X1  mux31 (.in0(in[30]),.in1(in[31]),.sel(ctrl),.out(out[30]));
mux2X1  mux30 (.in0(in[29]),.in1(in[30]),.sel(ctrl),.out(out[29]));
mux2X1  mux29 (.in0(in[28]),.in1(in[29]),.sel(ctrl),.out(out[28]));
mux2X1  mux28 (.in0(in[27]),.in1(in[28]),.sel(ctrl),.out(out[27]));
mux2X1  mux27 (.in0(in[26]),.in1(in[27]),.sel(ctrl),.out(out[26]));
mux2X1  mux26 (.in0(in[25]),.in1(in[26]),.sel(ctrl),.out(out[25]));
mux2X1  mux25 (.in0(in[24]),.in1(in[25]),.sel(ctrl),.out(out[24]));
mux2X1  mux24 (.in0(in[23]),.in1(in[24]),.sel(ctrl),.out(out[23]));
mux2X1  mux23 (.in0(in[22]),.in1(in[23]),.sel(ctrl),.out(out[22]));
mux2X1  mux22 (.in0(in[21]),.in1(in[22]),.sel(ctrl),.out(out[21]));
mux2X1  mux21 (.in0(in[20]),.in1(in[21]),.sel(ctrl),.out(out[20]));
mux2X1  mux20 (.in0(in[19]),.in1(in[20]),.sel(ctrl),.out(out[19]));
mux2X1  mux19 (.in0(in[18]),.in1(in[19]),.sel(ctrl),.out(out[18]));
mux2X1  mux18 (.in0(in[17]),.in1(in[18]),.sel(ctrl),.out(out[17]));
mux2X1  mux17 (.in0(in[16]),.in1(in[17]),.sel(ctrl),.out(out[16]));
mux2X1  mux16 (.in0(in[15]),.in1(in[16]),.sel(ctrl),.out(out[15]));
mux2X1  mux15 (.in0(in[14]),.in1(in[15]),.sel(ctrl),.out(out[14]));
mux2X1  mux14 (.in0(in[13]),.in1(in[14]),.sel(ctrl),.out(out[13]));
mux2X1  mux13 (.in0(in[12]),.in1(in[13]),.sel(ctrl),.out(out[12]));
mux2X1  mux12 (.in0(in[11]),.in1(in[12]),.sel(ctrl),.out(out[11]));
mux2X1  mux11 (.in0(in[10]),.in1(in[11]),.sel(ctrl),.out(out[10]));
mux2X1  mux10 (.in0(in[9]),.in1(in[10]),.sel(ctrl),.out(out[9]));
mux2X1  mux09 (.in0(in[8]),.in1(in[9]),.sel(ctrl),.out(out[8]));
mux2X1  mux08 (.in0(in[7]),.in1(in[8]),.sel(ctrl),.out(out[7]));
mux2X1  mux07 (.in0(in[6]),.in1(in[7]),.sel(ctrl),.out(out[6]));
mux2X1  mux06 (.in0(in[5]),.in1(in[6]),.sel(ctrl),.out(out[5]));
mux2X1  mux05 (.in0(in[4]),.in1(in[5]),.sel(ctrl),.out(out[4]));
mux2X1  mux04 (.in0(in[3]),.in1(in[4]),.sel(ctrl),.out(out[3]));
mux2X1  mux03 (.in0(in[2]),.in1(in[3]),.sel(ctrl),.out(out[2]));
mux2X1  mux02 (.in0(in[1]),.in1(in[2]),.sel(ctrl),.out(out[1]));
mux2X1  mux01 (.in0(in[0]),.in1(in[1]),.sel(ctrl),.out(out[0]));
endmodule
module BarrelShifter16(in,ctrl,out);
input[31:0] in;
input ctrl;
output[31:0] out;
mux2X1  mux32 (.in0(in[31]),.in1(1'b0),.sel(ctrl),.out(out[31]));
mux2X1  mux31 (.in0(in[30]),.in1(1'b0),.sel(ctrl),.out(out[30]));
mux2X1  mux30 (.in0(in[29]),.in1(1'b0),.sel(ctrl),.out(out[29]));
mux2X1  mux29 (.in0(in[28]),.in1(1'b0),.sel(ctrl),.out(out[28]));
mux2X1  mux28 (.in0(in[27]),.in1(1'b0),.sel(ctrl),.out(out[27]));
mux2X1  mux27 (.in0(in[26]),.in1(1'b0),.sel(ctrl),.out(out[26]));
mux2X1  mux26 (.in0(in[25]),.in1(1'b0),.sel(ctrl),.out(out[25]));
mux2X1  mux25 (.in0(in[24]),.in1(1'b0),.sel(ctrl),.out(out[24]));
mux2X1  mux24 (.in0(in[23]),.in1(1'b0),.sel(ctrl),.out(out[23]));
mux2X1  mux23 (.in0(in[22]),.in1(1'b0),.sel(ctrl),.out(out[22]));
mux2X1  mux22 (.in0(in[21]),.in1(1'b0),.sel(ctrl),.out(out[21]));
mux2X1  mux21 (.in0(in[20]),.in1(1'b0),.sel(ctrl),.out(out[20]));
mux2X1  mux20 (.in0(in[19]),.in1(1'b0),.sel(ctrl),.out(out[19]));
mux2X1  mux19 (.in0(in[18]),.in1(1'b0),.sel(ctrl),.out(out[18]));
mux2X1  mux18 (.in0(in[17]),.in1(1'b0),.sel(ctrl),.out(out[17]));
mux2X1  mux17 (.in0(in[16]),.in1(1'b0),.sel(ctrl),.out(out[16]));
mux2X1  mux16 (.in0(in[15]),.in1(in[31]),.sel(ctrl),.out(out[15]));
mux2X1  mux15 (.in0(in[14]),.in1(in[30]),.sel(ctrl),.out(out[14]));
mux2X1  mux14 (.in0(in[13]),.in1(in[29]),.sel(ctrl),.out(out[13]));
mux2X1  mux13 (.in0(in[12]),.in1(in[28]),.sel(ctrl),.out(out[12]));
mux2X1  mux12 (.in0(in[11]),.in1(in[27]),.sel(ctrl),.out(out[11]));
mux2X1  mux11 (.in0(in[10]),.in1(in[26]),.sel(ctrl),.out(out[10]));
mux2X1  mux10 (.in0(in[9]),.in1(in[25]),.sel(ctrl),.out(out[9]));
mux2X1  mux09 (.in0(in[8]),.in1(in[24]),.sel(ctrl),.out(out[8]));
mux2X1  mux08 (.in0(in[7]),.in1(in[23]),.sel(ctrl),.out(out[7]));
mux2X1  mux07 (.in0(in[6]),.in1(in[22]),.sel(ctrl),.out(out[6]));
mux2X1  mux06 (.in0(in[5]),.in1(in[21]),.sel(ctrl),.out(out[5]));
mux2X1  mux05 (.in0(in[4]),.in1(in[20]),.sel(ctrl),.out(out[4]));
mux2X1  mux04 (.in0(in[3]),.in1(in[19]),.sel(ctrl),.out(out[3]));
mux2X1  mux03 (.in0(in[2]),.in1(in[18]),.sel(ctrl),.out(out[2]));
mux2X1  mux02 (.in0(in[1]),.in1(in[17]),.sel(ctrl),.out(out[1]));
mux2X1  mux01 (.in0(in[0]),.in1(in[16]),.sel(ctrl),.out(out[0]));
endmodule
module BarrelShifter2(in,ctrl,out);
input[31:0] in;
input ctrl;
output[31:0] out;
mux2X1  mux32 (.in0(in[31]),.in1(1'b0),.sel(ctrl),.out(out[31]));
mux2X1  mux31 (.in0(in[30]),.in1(1'b0),.sel(ctrl),.out(out[30]));
mux2X1  mux30 (.in0(in[29]),.in1(in[31]),.sel(ctrl),.out(out[29]));
mux2X1  mux29 (.in0(in[28]),.in1(in[30]),.sel(ctrl),.out(out[28]));
mux2X1  mux28 (.in0(in[27]),.in1(in[29]),.sel(ctrl),.out(out[27]));
mux2X1  mux27 (.in0(in[26]),.in1(in[28]),.sel(ctrl),.out(out[26]));
mux2X1  mux26 (.in0(in[25]),.in1(in[27]),.sel(ctrl),.out(out[25]));
mux2X1  mux25 (.in0(in[24]),.in1(in[26]),.sel(ctrl),.out(out[24]));
mux2X1  mux24 (.in0(in[23]),.in1(in[25]),.sel(ctrl),.out(out[23]));
mux2X1  mux23 (.in0(in[22]),.in1(in[24]),.sel(ctrl),.out(out[22]));
mux2X1  mux22 (.in0(in[21]),.in1(in[23]),.sel(ctrl),.out(out[21]));
mux2X1  mux21 (.in0(in[20]),.in1(in[22]),.sel(ctrl),.out(out[20]));
mux2X1  mux20 (.in0(in[19]),.in1(in[21]),.sel(ctrl),.out(out[19]));
mux2X1  mux19 (.in0(in[18]),.in1(in[20]),.sel(ctrl),.out(out[18]));
mux2X1  mux18 (.in0(in[17]),.in1(in[19]),.sel(ctrl),.out(out[17]));
mux2X1  mux17 (.in0(in[16]),.in1(in[18]),.sel(ctrl),.out(out[16]));
mux2X1  mux16 (.in0(in[15]),.in1(in[17]),.sel(ctrl),.out(out[15]));
mux2X1  mux15 (.in0(in[14]),.in1(in[16]),.sel(ctrl),.out(out[14]));
mux2X1  mux14 (.in0(in[13]),.in1(in[15]),.sel(ctrl),.out(out[13]));
mux2X1  mux13 (.in0(in[12]),.in1(in[14]),.sel(ctrl),.out(out[12]));
mux2X1  mux12 (.in0(in[11]),.in1(in[13]),.sel(ctrl),.out(out[11]));
mux2X1  mux11 (.in0(in[10]),.in1(in[12]),.sel(ctrl),.out(out[10]));
mux2X1  mux10 (.in0(in[9]),.in1(in[11]),.sel(ctrl),.out(out[9]));
mux2X1  mux09 (.in0(in[8]),.in1(in[10]),.sel(ctrl),.out(out[8]));
mux2X1  mux08 (.in0(in[7]),.in1(in[9]),.sel(ctrl),.out(out[7]));
mux2X1  mux07 (.in0(in[6]),.in1(in[8]),.sel(ctrl),.out(out[6]));
mux2X1  mux06 (.in0(in[5]),.in1(in[7]),.sel(ctrl),.out(out[5]));
mux2X1  mux05 (.in0(in[4]),.in1(in[6]),.sel(ctrl),.out(out[4]));
mux2X1  mux04 (.in0(in[3]),.in1(in[5]),.sel(ctrl),.out(out[3]));
mux2X1  mux03 (.in0(in[2]),.in1(in[4]),.sel(ctrl),.out(out[2]));
mux2X1  mux02 (.in0(in[1]),.in1(in[3]),.sel(ctrl),.out(out[1]));
mux2X1  mux01 (.in0(in[0]),.in1(in[2]),.sel(ctrl),.out(out[0]));
endmodule
module BarrelShifter4(in,ctrl,out);
input[31:0] in;
input ctrl;
output[31:0] out;
mux2X1  mux32 (.in0(in[31]),.in1(1'b0),.sel(ctrl),.out(out[31]));
mux2X1  mux31 (.in0(in[30]),.in1(1'b0),.sel(ctrl),.out(out[30]));
mux2X1  mux30 (.in0(in[29]),.in1(1'b0),.sel(ctrl),.out(out[29]));
mux2X1  mux29 (.in0(in[28]),.in1(1'b0),.sel(ctrl),.out(out[28]));
mux2X1  mux28 (.in0(in[27]),.in1(in[31]),.sel(ctrl),.out(out[27]));
mux2X1  mux27 (.in0(in[26]),.in1(in[30]),.sel(ctrl),.out(out[26]));
mux2X1  mux26 (.in0(in[25]),.in1(in[29]),.sel(ctrl),.out(out[25]));
mux2X1  mux25 (.in0(in[24]),.in1(in[28]),.sel(ctrl),.out(out[24]));
mux2X1  mux24 (.in0(in[23]),.in1(in[27]),.sel(ctrl),.out(out[23]));
mux2X1  mux23 (.in0(in[22]),.in1(in[26]),.sel(ctrl),.out(out[22]));
mux2X1  mux22 (.in0(in[21]),.in1(in[25]),.sel(ctrl),.out(out[21]));
mux2X1  mux21 (.in0(in[20]),.in1(in[24]),.sel(ctrl),.out(out[20]));
mux2X1  mux20 (.in0(in[19]),.in1(in[23]),.sel(ctrl),.out(out[19]));
mux2X1  mux19 (.in0(in[18]),.in1(in[22]),.sel(ctrl),.out(out[18]));
mux2X1  mux18 (.in0(in[17]),.in1(in[21]),.sel(ctrl),.out(out[17]));
mux2X1  mux17 (.in0(in[16]),.in1(in[20]),.sel(ctrl),.out(out[16]));
mux2X1  mux16 (.in0(in[15]),.in1(in[19]),.sel(ctrl),.out(out[15]));
mux2X1  mux15 (.in0(in[14]),.in1(in[18]),.sel(ctrl),.out(out[14]));
mux2X1  mux14 (.in0(in[13]),.in1(in[17]),.sel(ctrl),.out(out[13]));
mux2X1  mux13 (.in0(in[12]),.in1(in[16]),.sel(ctrl),.out(out[12]));
mux2X1  mux12 (.in0(in[11]),.in1(in[15]),.sel(ctrl),.out(out[11]));
mux2X1  mux11 (.in0(in[10]),.in1(in[14]),.sel(ctrl),.out(out[10]));
mux2X1  mux10 (.in0(in[9]),.in1(in[13]),.sel(ctrl),.out(out[9]));
mux2X1  mux09 (.in0(in[8]),.in1(in[12]),.sel(ctrl),.out(out[8]));
mux2X1  mux08 (.in0(in[7]),.in1(in[11]),.sel(ctrl),.out(out[7]));
mux2X1  mux07 (.in0(in[6]),.in1(in[10]),.sel(ctrl),.out(out[6]));
mux2X1  mux06 (.in0(in[5]),.in1(in[9]),.sel(ctrl),.out(out[5]));
mux2X1  mux05 (.in0(in[4]),.in1(in[8]),.sel(ctrl),.out(out[4]));
mux2X1  mux04 (.in0(in[3]),.in1(in[7]),.sel(ctrl),.out(out[3]));
mux2X1  mux03 (.in0(in[2]),.in1(in[6]),.sel(ctrl),.out(out[2]));
mux2X1  mux02 (.in0(in[1]),.in1(in[5]),.sel(ctrl),.out(out[1]));
mux2X1  mux01 (.in0(in[0]),.in1(in[4]),.sel(ctrl),.out(out[0]));
endmodule
module BarrelShifter8(in,ctrl,out);
input[31:0] in;
input ctrl;
output[31:0] out;
mux2X1  mux32 (.in0(in[31]),.in1(1'b0),.sel(ctrl),.out(out[31]));
mux2X1  mux31 (.in0(in[30]),.in1(1'b0),.sel(ctrl),.out(out[30]));
mux2X1  mux30 (.in0(in[29]),.in1(1'b0),.sel(ctrl),.out(out[29]));
mux2X1  mux29 (.in0(in[28]),.in1(1'b0),.sel(ctrl),.out(out[28]));
mux2X1  mux28 (.in0(in[27]),.in1(1'b0),.sel(ctrl),.out(out[27]));
mux2X1  mux27 (.in0(in[26]),.in1(1'b0),.sel(ctrl),.out(out[26]));
mux2X1  mux26 (.in0(in[25]),.in1(1'b0),.sel(ctrl),.out(out[25]));
mux2X1  mux25 (.in0(in[24]),.in1(1'b0),.sel(ctrl),.out(out[24]));
mux2X1  mux24 (.in0(in[23]),.in1(in[31]),.sel(ctrl),.out(out[23]));
mux2X1  mux23 (.in0(in[22]),.in1(in[30]),.sel(ctrl),.out(out[22]));
mux2X1  mux22 (.in0(in[21]),.in1(in[29]),.sel(ctrl),.out(out[21]));
mux2X1  mux21 (.in0(in[20]),.in1(in[28]),.sel(ctrl),.out(out[20]));
mux2X1  mux20 (.in0(in[19]),.in1(in[27]),.sel(ctrl),.out(out[19]));
mux2X1  mux19 (.in0(in[18]),.in1(in[26]),.sel(ctrl),.out(out[18]));
mux2X1  mux18 (.in0(in[17]),.in1(in[25]),.sel(ctrl),.out(out[17]));
mux2X1  mux17 (.in0(in[16]),.in1(in[24]),.sel(ctrl),.out(out[16]));
mux2X1  mux16 (.in0(in[15]),.in1(in[23]),.sel(ctrl),.out(out[15]));
mux2X1  mux15 (.in0(in[14]),.in1(in[22]),.sel(ctrl),.out(out[14]));
mux2X1  mux14 (.in0(in[13]),.in1(in[21]),.sel(ctrl),.out(out[13]));
mux2X1  mux13 (.in0(in[12]),.in1(in[20]),.sel(ctrl),.out(out[12]));
mux2X1  mux12 (.in0(in[11]),.in1(in[19]),.sel(ctrl),.out(out[11]));
mux2X1  mux11 (.in0(in[10]),.in1(in[18]),.sel(ctrl),.out(out[10]));
mux2X1  mux10 (.in0(in[9]),.in1(in[17]),.sel(ctrl),.out(out[9]));
mux2X1  mux09 (.in0(in[8]),.in1(in[16]),.sel(ctrl),.out(out[8]));
mux2X1  mux08 (.in0(in[7]),.in1(in[15]),.sel(ctrl),.out(out[7]));
mux2X1  mux07 (.in0(in[6]),.in1(in[14]),.sel(ctrl),.out(out[6]));
mux2X1  mux06 (.in0(in[5]),.in1(in[13]),.sel(ctrl),.out(out[5]));
mux2X1  mux05 (.in0(in[4]),.in1(in[12]),.sel(ctrl),.out(out[4]));
mux2X1  mux04 (.in0(in[3]),.in1(in[11]),.sel(ctrl),.out(out[3]));
mux2X1  mux03 (.in0(in[2]),.in1(in[10]),.sel(ctrl),.out(out[2]));
mux2X1  mux02 (.in0(in[1]),.in1(in[9]),.sel(ctrl),.out(out[1]));
mux2X1  mux01 (.in0(in[0]),.in1(in[8]),.sel(ctrl),.out(out[0]));
endmodule
module mux2X1(out,in1,in0,sel);
    input in1,in0,sel;
    output out;
    assign out=(sel)?in1:in0; 
endmodule
==> impl_metrics.toml <==
# implementation run metrics
[outcome]
status = "finished, final reports clean"

[grt]
grt_use_total_pct = 22.32
antenna_found_initial = 0
overflow = 0
grt_max_degree = 32
grt_first_pass_wirelength_um = 9259
grt_pass1_vias = 1824

[synthesis]
logic_family = "multiplexers"
largest_area_cell = "mux4_2"
topCellsByArea = "mux4_2 (20%), mux4_1 (17%), buf_4 (11%)"
avgSynthCellArea_sq_um = 9.662
yosys_warnings = 0
synth_area_sq_um = 2155
ys_seq_share_pct = 0
synth-simple-area-share_pct = 14.23
ys_sh_mux_pct = 50.87
synthXorXnorAreaFrac_pct = 0
synth_cells = 223
synth_cell_types = 52
top_cell_area_share_pct = 19.86
top_cell = "buf_4"
common_cells = "buf_4 (33), mux4_2 (19), nor2_1 (19)"
ys_sh_aoi_pct = 15.45
fa_ha_area_share_pct = 0
synth_stat.cells = 223
yosysChipArea_sq_um = 2155

[final_timing]
rsz0062_at_grt = "false"
setup-tns-final_ns = 0
setup_viol = 0
finalClockPeriodUsage_pct = 88.61
hold_viol = 0
tightest_slew_ns = 0.7124
fmax_ghz = 0.2170
layout_min_cycle_time_ns = 4.608
slew_violations = 0
whs_ns = 3.120
maxSlewHeadroom_pct = 52.51

[floorplanning]
core_util_floorplan_pct = 41.92
dieArea_sq_um = 5684
num_rows = 26
ios = 69
die_w_um = 75.39
dieHeight_um = 75.39
core-area_sq_um = 5140

[routing]
num_vias = 1977
ant_nets = 0
routed_wl_um = 5892
diodes = 0
wire_per_inst_um = 18.76
drt-vias-per-instance = 6.296
drt_first_pass_iters = 4
drt-initial-drc-count = 79
route.detailed.drc = 0

[hold_path]
worstHoldPathCells = 3
min_path_type = "in2out"

[placement]
hpwl_um = 4705
port_buffers = 69
globalplace.congestion = 0.9480

[pwr]
p_leak_nw = 0.9218
power_density_nw_per_um2 = 96.71
ir_worst_vdd_uv = 56.73

[finish]
syn2layout_area_growth_pct = 19.57
ff_count = 0
regArea_sq_um = 0
n_fill_cell = 530
comb_area_sq_um = 1735
drive_gt1_share_pct = 21.31
clkbuf_count = 0

[cts]
ctsHoldBuffers = 0
ctsResizeCount = 0
cts_setup_buffers = 0

[worst_setup_path]
critical_path_arrival_ns = 3.57
crit_required_ns = 4.16
crit_path_max_fanout = 14
worst_setup_path_end_kind = "output port"
setup.worst_path.class = "in2out"
cp-start-kind = "primary input"

[job]
cap_violations = 0
warning_count = 32
-- per-layer routing --
layer | up-vias | GRT usage (%) | wire (um)
li1 | 909 | - | -
met1 | 980 | 34.85 | 2649
met2 | 81 | 33.23 | 2688
met3 | 7 | 5.496 | 465
met4 | 0 | 3.909 | 87
met5 | - | 0 | 0
-- final cells by class --
class	count	share of cell area, %
Multi-Input combinational cell	164	67.36
Timing Repair Buffer	76	28.65
Tap cell	70	3.400
Inverter	4	0.5828
-- stage by stage --
step / utilization, % / area [sq um] / worst slack [ns] / instances / power (mW)
floorplan: - / 2155 / 1.736 / 223 / 0.1733
global placement: 50.12 / 2576 / 0.6919 / 314 / 0.2489
detailed placement: 50.12 / 2576 / 0.6683 / 314 / 0.2489
CTS: 50.12 / 2576 / 0.6459 / 314 / 0.2496
global route: 50.12 / 2576 / 0.5263 / 314 / 0.2691
finish: 50.12 / 2576 / 0.5925 / 314 / 0.2492
-- final timing paths --
path / startpoint / to
max: ctrl[2] / out[5]
min: ctrl[4] / out[21]
-- kinds of logic (layout without fill, tap and decap cells) --
kind of cell,count (synthesis),after routing
and+or+nand+nor,59,59
AOI/OAI and AO/OA,44,44
buffers and inverters,59,80
muxes,61,61
-- power breakdown --
part / switching, mW / internal, mW / total, mW
combinational: 0.103 / 0.146 / 0.249
sequential: 0 / 0 / 0
clock: 0 / 0 / 0
total: 0.103 / 0.146 / 0.249
-- cells in the final DEF, fill, tap and decap left out, types with 2 or more instances in the layout --
| master | synthesis | routed |
|---|---|---|
| clkdlybuf4s50_1 | 0 | 68 |
| mux4_2 | 19 | 19 |
| nor2_1 | 19 | 19 |
| mux2_2 | 16 | 16 |
| mux4_1 | 14 | 14 |
| nand2_1 | 14 | 14 |
| mux2i_1 | 12 | 12 |
| a211oi_1 | 11 | 11 |
| o22ai_1 | 8 | 8 |
| buf_4 | 33 | 7 |
| nor2b_1 | 5 | 5 |
| inv_1 | 3 | 3 |
| and2_1 | 3 | 3 |
| o21ai_0 | 3 | 3 |
| a31oi_1 | 2 | 2 |
| and3b_1 | 2 | 2 |
| a21oi_1 | 2 | 2 |
| nor3_1 | 2 | 2 |
| nand2b_1 | 2 | 2 |
| o32ai_1 | 2 | 2 |
| o221ai_1 | 2 | 2 |
| o211ai_1 | 2 | 2 |
-- critical path: stages --
cell and delay (ns):
clkdlybuf4s50_1 0.85, buf_4 0.29, nor2_1 0.06, a2bb2oi_1 0.39
mux2i_1 0.20, a221o_1 0.32, clkdlybuf4s50_1 0.41
Power figures rest on the tool's default switching activity, not on a simulated workload.
