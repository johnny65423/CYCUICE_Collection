`/design/flow/config.mk`:
```
export PLATFORM = sky130hd
export DESIGN_NAME = reg_file
export DESIGN_NICKNAME = reg_file
export VERILOG_FILES = /design/flow/design.v
export SDC_FILE = /design/flow/constraint.sdc
export NUM_CORES = 4
export LEC_CHECK = 1
export CORE_UTILIZATION = 50
```
`/design/flow/constraint.sdc`:
```
current_design reg_file

set clk_period 7.2
set clk_io_pct 0.2

create_clock -name clk0 -period $clk_period [get_ports {clk}]

set non_clock_inputs [all_inputs -no_clocks]
set_input_delay [expr $clk_period * $clk_io_pct] -clock clk0 $non_clock_inputs
set_output_delay [expr $clk_period * $clk_io_pct] -clock clk0 [all_outputs]
```
`/design/flow/design.v`:
```
module reg_file( clk, RegWrite, RN1, RN2, WN, WD, RD1, RD2 );
	input clk;
	input RegWrite;
	input[4:0] RN1, RN2, WN;
	input[31:0] WD;
	output[31:0] RD1, RD2;
	reg[31:0] RD1, RD2;
	reg[31:0] file_array[31:1];
	always @( RN1 or file_array[RN1] ) begin   
		if ( RN1 == 0 )
			RD1 = 32'd0;
		else
			RD1 = file_array[RN1];
		$display( "%d, reg_file[%d] => %d (Port 1)", $time/10, RN1, RD1);
	end
	always @( RN2 or file_array[RN2] ) begin
		if ( RN2 == 0 )
			RD2 = 32'd0;
		else
			RD2 = file_array[RN2];
		$display( "%d, reg_file[%d] => %d (Port 2)", $time/10, RN2, RD2);
	end
	always @( posedge clk ) begin
		if ( RegWrite && (WN != 0) ) begin
			file_array[WN] <= WD;
			$display( "%d, reg_file[%d] <= %d (Write)", $time/10, WN, WD);
		end
	end
endmodule
```
`/design/flow/run.sh`:
```
#!/bin/bash
# OpenROAD 26Q1-2900-gdf79404cd8, Yosys 0.63+post, stock flow scripts
make -C /OpenROAD-flow-scripts/flow DESIGN_CONFIG=/design/flow/config.mk WORK_HOME=/design/flow/orfs finish
```
==> summary.log <==
INFO  setup_path     setup.worst_path.start_class=input pin
INFO  die            floorplan.initialDensity=0.5057
INFO  setup_path     timing.critical_path.arrival=4720ps
INFO  global_route   grt_usage=0.3508
INFO  route          first_pass_iters=5
INFO  final_layout   filler_cell_count=6696
INFO  setup_path     critPathCaptureType=output pin
INFO  final_layout   regMostFlops=file_array
INFO  global_route   grt_start_max_net_pins=75
INFO  setup_path     worst-endpoint-required=5760ps
INFO  clocking       cts_tree=yes
INFO  setup_path     worst-path-max-fanout=14
INFO  final_layout   largest_register_ff_count=992
INFO  sta            setup-tns-final=0ps
INFO  global_route   antenna_found_initial=3
INFO  yosys          synth_sequential_area_ratio=0.6406
INFO  final_layout   area_growth_syn_to_layout=14.06%
INFO  yosys          ys.warnings.count=3
INFO  yosys          asyncSetResetFlopFracSynth=0
INFO  pwr            power.static_leakage=17.52nW
INFO  setup_path     cp_num_buf_inv=3
INFO  yosys          postSynthCellCount=2601
INFO  clocking       clk_transition_reported_paths=60ps
INFO  route          drt-total-wl=144.3mm
INFO  yosys          synth_cell_types=38
INFO  sta            report.final.slew_viol_count=0
INFO  final_layout   top_flop_regs=file_array: 992 flops
INFO  yosys          avgSynthCellArea=17.88µm²
INFO  route          route.detailed.drc=0
INFO  setup_path     cell_with_the_biggest_individual_delay_on_the_critical_path=nor2_2
INFO  clocking       clock_buffer_count_from_cts=107
INFO  sta            timing.final.crit_period=6161ps
INFO  sta            setup_repair_after_global_routing_missed_its_margin=no
INFO  pwr            power.density=245.3nW/µm²
INFO  setup_path     path_cells=clkdlybuf4s50_1 -> buf_4 -> nor2_2 -> a22oi_1 -> and3_1 -> a31oi_1 -> clkdlybuf4s50_1
INFO  setup_path     critical_path_depth=7
INFO  final_layout   final-comb-area=15910µm²
INFO  job            tool_warnings=25
INFO  clocking       cts_post_setup_buffers_inserted=0
INFO  yosys          synth_chip_area=46500µm²
INFO  hold_path      hold_path_depth=2
INFO  global_route   grt_pass1_wl=207.6mm
INFO  setup_path     worst_path_largest_cell_delay=750ps
INFO  clocking       root_buffer=clkbuf_16
INFO  yosys          ys.flop_type=edfxtp_1
INFO  clocking       post_cts_resize_count=0
INFO  final_layout   layout-drive-gt1-share=0.2484
INFO  sta            relSlewSlack=0.3215
INFO  place          detailed_placement_wirelength_estimate=82.94mm
INFO  yosys          synthDominantCellAreaShare=0.6406
INFO  route          vias_per_cell=6.643
INFO  yosys          post_synth_instance_area=46500µm²
INFO  pwr            vdd_ir_drop_max=0.0001918V
INFO  sta            finalHoldViolCount=0
INFO  die            io_pins=113
INFO  setup_path     critical-path-top-delay-family=buffers and inverters
INFO  die            floorplan.die.width=307.0µm
INFO  route          drt_iter0_markers=1695
INFO  die            die_height=307.0µm
INFO  place          globalplace.congestion=0.9145
INFO  yosys          numSynthFlops=992
INFO  clocking       cts_htree_levels=3
INFO  job            max_cap_violations=0
INFO  route          dr_total_vias=27120
INFO  die            design.die.area=94220µm²
INFO  yosys          synth_stat.cells=2601
INFO  hold_path      hold_path.class=input pin to flip-flop
INFO  outcome        outcome=finished clean
INFO  global_route   first_global_vias=29960
INFO  final_layout   final_cell_mix=edfxtp_1, mux4_2, mux2i_1, buf_4, clkbuf_16
INFO  route          count_of_antenna_violating_nets_left_after_detailed_routing=0
INFO  final_layout   seq_area=29790µm²
INFO  yosys          yosys.area.top_type=edfxtp_1
INFO  final_layout   most_frequent_standard_cell_in_the_layout_excluding_fill_and_tap_cells=edfxtp_1
INFO  place          io_buffers=112
INFO  global_route   grt_overflow=0
INFO  setup_path     timing_worst_setup_path_type=input pin to output pin
INFO  sta            finalCritPeriodShare=0.8558
INFO  clocking       clkSinkCount=992
INFO  clocking       cts_hold_buf=0
INFO  sta            worstMarginPinSlew=1015ps
INFO  clocking       max-clock-path-buffers=3
INFO  die            floorplan.rows=111
INFO  sta            setup-violations-final=0
INFO  setup_path     critPathMostFrequentCell=clkdlybuf4s50_1
INFO  pwr            totalPowerFinal=13.01mW
INFO  sta            clock.fmax=0.1623GHz
INFO  route          post_drt_wl_per_cell=35.35µm
INFO  die            core_area=91940µm²
INFO  yosys          top_cells_by_area=edfxtp_1, mux4_2, mux2i_1
INFO  yosys          number_of_enable_flip_flop_cells=992
per-stage QoR:
| stage | std cells | instance area, µm² | hold WS, ps | utilization | setup WS, ps |
|---|---|---|---|---|---|
| final | 4083 | 53040 | 1567 | 0.5768 | 1039 |
| after global routing | 4082 | 53030 | 1569 | 0.5768 | 902.2 |
| after CTS | 4081 | 53030 | 1538 | 0.5768 | 1099 |
| after detailed placement | 3886 | 49640 | 2265 | 0.5399 | 1107 |
| after global placement | 3886 | 49640 | 2257 | 0.5399 | 1163 |
| after floorplan | 2601 | 46500 | 1539 | - | 2767 |
final timing paths:
kind | to | slack (ps) | from
min | file_array[12][10] | 1570 | WD[10]
max | RD1[3] | 1040 | RN1[4]
report_power, final:
group	total, mW	switching (mW)	internal [mW]
sequential	6.46	0.0278	6.43
clock	5.36	2.22	3.15
combinational	1.19	0.675	0.514
total	13.0	2.92	10.1
layout make-up:
type,count,area share
inverters,1,0.00007077
flip-flops and latches,992,0.5617
multi-input cells,1404,0.2999
clock inverters,62,0.01080
well taps,1243,0.02932
diodes,2,0.00009437
clock buffers,133,0.05313
repair buffers,246,0.04501
synthesized netlist by cell type, drive strengths merged, types with 2 or more instances:
cell type / instances
a211o: 31
a211oi: 18
a21oi: 68
a22o: 45
a22oi: 92
a311o: 31
a31oi: 14
and2: 34
and3: 14
buf: 119
clkbuf: 85
edfxtp: 992
mux2: 34
mux2i: 316
mux4: 348
nand2: 89
nand2b: 2
nand3: 52
nand3b: 6
nand4: 18
nor2: 115
nor2b: 36
nor3: 2
o21ai: 32
or3b: 3
layer usage:
metal  vias to the layer above  wire, µm  global-route usage
li1                      11190         -                   -
met1                     13690     46230              0.4514
met2                      1937     66280              0.4897
met3                       291     26310              0.2704
met4                        10      5319             0.09465
met5                         -       206             0.01757
cells by family (layout without fill, tap and decap cells):
kind of cell           Yosys count  in the layout  share of synthesized area
AOI/OAI and AO/OA              332            332                    0.05172
buffers and inverters          205            442                    0.02363
muxes                          698            698                     0.2455
and+or+nand+nor                374            374                    0.03848
other                            0              2                          0
DFF                            992            992                     0.6406
Power is estimated from default activity; no workload was simulated.
